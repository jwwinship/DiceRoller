==> /design/flow/config.mk <==
export PLATFORM = sky130hd
export DESIGN_NAME = RNG
export DESIGN_NICKNAME = RNG
export VERILOG_FILES = /design/flow/design.v
export SDC_FILE = /design/flow/constraint.sdc
export NUM_CORES = 4
export LEC_CHECK = 1
export CORE_AREA = 10 10 70 70
export DIE_AREA = 0 0 80 80
==> /design/flow/constraint.sdc <==
current_design RNG

set clk_period 1.1
set clk_io_pct 0.2

create_clock -name clk0 -period $clk_period [get_ports {clk}]

set non_clock_inputs [all_inputs -no_clocks]
set_input_delay [expr $clk_period * $clk_io_pct] -clock clk0 $non_clock_inputs
set_output_delay [expr $clk_period * $clk_io_pct] -clock clk0 [all_outputs]
==> /design/flow/design.v <==
`timescale 1ns/1ps
module GARO (input stop,clk, reset_n, 
			 output random);
(* OPTIMIZE="OFF" *)                     
wire [31:1] stage  ;  
reg meta1, meta2;
reg [2:0] bitCount;
assign random = meta2;
always@(posedge clk or negedge reset_n)
if(!reset_n)
  begin
    meta1 <= 1'b0;
    meta2 <= 1'b0;
	bitCount <= 0;
  end
else if(clk)
  begin
	if (!stop) begin
		if (bitCount < 7)
		begin
			meta2 <= 1;  
			bitCount <= bitCount + 1;
		end
		else if (bitCount == 7) begin
			meta2 <= 0;
			bitCount <= bitCount + 1;
		end
		else
		begin
			meta2 <= 0;
			bitCount <= 0;
		end
	end
	else if (stop) begin
		meta2 <= meta2;
	end 
  end
endmodule
module RNG(input  wire clk,
              input  wire reset_n,
              input  wire start,
              output wire result,
	      output wire done);
   wire stop;
   assign stop = start;
   GARO rng1(.stop(stop), .clk(clk), .reset_n(reset_n), .random(result));
endmodule
==> /design/flow/run.sh <==
#!/bin/bash
# OpenROAD 26Q1-2900-gdf79404cd8, Yosys 0.63+post, stock flow scripts
make -C /OpenROAD-flow-scripts/flow DESIGN_CONFIG=/design/flow/config.mk WORK_HOME=/design/flow/orfs finish
==> ci_impl_report.md <==
### Metrics collected by this job

| Metric | Value |
|---|---|
| Root buffer cell | `clkbuf_4` |
| Worst Setup EP | `rng1.bitCount[2]$_DFFE_PN0N_` |
| Total gr overflow | `0` |
| Synth Area per Inst | `around 14 um2` |
| Port-buffer cells | `3` |
| Vias | `134` |
| Global-route wire length before repair | `614 um` |
| Buf/Inv on CP | `0` |
| Pwr dens | `between 2000 and 2500 nW/um2` |
| Data required time of the critical path | `approximately 1.2 ns` |
| WL/cell | `5.62 um` |
| Distinct cells, synth | `9` |
| Worst path max stage delay | `between 0.3 and 0.4 ns` |
| Outcome | `finished with violations` |
| Worst-path clk slew | `0.04 ns` |
| Fp_density | `0.0564` |
| Post-route setup slack | `-0.144 ns` |
| Clock latency (worst-skew pair) | `0.23 ns` |
| Drt via density | `1.94` |
| Hold Path Class | `in2async` |
| Initial antenna violation count | `0` |
| Setup Crit Path Kind | `reg2reg` |
| Num rows | `21` |
| Clock Skews | `about 0.0019 ns` |
| CTS tree | `done` |
| DRC errors left | `0` |
| R2R Setup Slk | `-0.14 ns` |
| Register bit total from synthesis | `4` |
| Seq share, synth | `0.519` |
| Unrepaired setup endpoints after global routing | `true` |
| # Cells Yosys | `14` |
| Fillers | `399` |
| Number of max-cap violations | `0` |
| Final WL | `a little under 400 um` |
| Area of the die | `around 6400 um2` |
| Top delay family on crit path | `adder cells` |
| Overall Global Routing Usage | `0.0132` |
| Worst r2r path cells | `4` |
| Ant. Diodes | `0` |
| Post-CTS Repair Setup Buffers | `0` |
| Reg-to-reg endpoint | `rng1.bitCount[2]$_DFFE_PN0N_` |
| Routability cong. | `0.675` |
| Fin Hold WS | `0.192 ns` |
| CP arrival | `roughly 1.4 ns` |
| Die X-Extent | `80 um` |
| Stages on the worst setup path | `4` |
| Ordered list of cells on the worst path | `ha_2 > ha_4 > mux2_4 > o31a_1` |
| Die Y | `roughly 80 um` |
| Crit. End Element | `register` |
| Htree depth | `1` |
| Max-area cell share | `0.519` |
| Largest net degree at the start of global routing | `6` |
| Period utilization | `1.13` |
| Cell count after synthesis | `14` |
| Layout cells sized above 1 | `0.522` |
| Clock sink count | `4` |
| Worst flop-to-flop path startpoint | `rng1.bitCount[0]$_DFFE_PN0N_` |
| Final Hold Fails | `0` |
| Total chip power | `787 uW` |
| Top cells, area | `dfrtp_1, ha_1, mux2_2` |
| Slew Limit Fails | `0` |
| 1st-pass router iterations | `2` |
| Tmin final | `1.24 ns` |
| CTS buffer count | `3` |
| Cell taking the most area after synthesis | `dfrtp_1` |
| Violated checks | `negative setup slack` |
| Peak Freq | `804 MHz` |
| Leakage | `0.000126 uW` |
| Tool warnings | `28` |
| Startpoint types | `register` |
| Final setup viols | `1` |
| Io pins | `5` |
| Crit path from | `rng1.bitCount[0]$_DFFE_PN0N_` |
| CP Max Fanout | `2` |
| Clock buffer depth | `2` |
| Core area | `3420 um2` |
| Final ANT Viol Nets | `0` |
| DRT iter0 DRCs | `8` |
| Vias in the first global route | `154` |
| Crit-path slowest cell | `dfrtp_1` |
| Worst VDD drop | `0.272 mV` |
| Yosys Chip Area | `slightly below 200 um2` |
| Mapped cell area | `approximately 190 um2` |
| Area growth syn-to-layout | `77.9%` |
| Ys Warns | `2` |
==> power by group <==
group          total (uW)  switching [uW]  internal, uW
registers             261            42.1           219
clock network         177            55.0           122
logic                 349             111           238
==> area by class of cell <==
cell class	instances	area, um2	share of cell area
multi-input combinational	9	104	0.303
clock buffer	3	22.5	0.0657
sequential	4	100	0.292
timing repair buffer	7	58.8	0.172
tap	46	57.6	0.168
==> state kept, by name, indices dropped and copies added, names as in the netlist <==
signal         count
rng1.bitCount      3
rng1.meta2         1
==> per-stage QoR <==
| step | setup WS (ns) | setup TNS, ns | utilization | instance area [um2] | std cells |
|---|---|---|---|---|---|
| floorplan | -0.136 | -0.136 | - | 211 | 14 |
| global placement | -0.260 | -0.721 | 0.0941 | 322 | 66 |
| detailed placement | -0.264 | -0.748 | 0.0941 | 322 | 66 |
| CTS | -0.144 | -0.144 | 0.100 | 343 | 69 |
| global route | -0.174 | -0.174 | 0.100 | 343 | 69 |
| finish | -0.144 | -0.144 | 0.100 | 343 | 69 |
==> worst register-to-register path: cells and delay by family (launching register included) <==
family	cells	cell delay, ns
compound gates	1	0.10
mux	1	0.26
flops	1	0.37
fa+ha+maj	2	0.40
==> kinds of logic (layout without fill, tap and decap cells) <==
family                   count (synthesis)  in the layout  synth area share
flip-flops                               4              4             0.520
multiplexers                             3              3             0.175
adder cells (fa/ha/maj)                  2              2             0.130
AND-OR/OR-AND                            1              1            0.0455
buffers and inverters                    1             10            0.0390
other                                    1              1            0.0195
AND/OR/NAND/NOR                          1              1            0.0259
XOR/XNOR                                 1              1            0.0455
==> cell usage after synthesis <==
cell type / instances
ha_1: 2
xnor2_1: 1
o31a_1: 1
mux2_2: 2
nand3_1: 1
conb_1: 1
dfrtp_1: 4
mux2_1: 1
buf_4: 1
==> worst min path at each step <==
stage | end | slack [ns] | cells after the start
final | rng1.meta2$_DFFE_PN0N_ | 0.19 | 1
after global routing | rng1.bitCount[1]$_DFFE_PN0N_ | 0.20 | 1
after CTS | rng1.meta2$_DFFE_PN0N_ | 0.19 | 1
==> layer usage <==
metal | routed length [um] | vias up | GRT usage
met3 | 36 | 0 | 0.0114
met2 | 199 | 3 | 0.0177
met1 | 152 | 64 | 0.0140
li1 | - | 67 | -
met5 | 0 | - | 0
met4 | 0 | 0 | 0.00704
==> timing repair <==
item,4_1_cts,5_1_grt
pin swaps,0,1
hold buffers,0,0
resized,1,0
setup endpoints to repair,2,1
==> layout by cell type, fill, tap and decap left out <==
cell	count
dlygate4sd2_1	1
dfrtp_1	4
xnor2_1	1
clkbuf_4	3
buf_4	4
o31a_1	1
mux2_2	2
ha_4	1
clkdlybuf4s50_1	2
ha_2	1
conb_1	1
nand3_1	1
mux2_4	1
Power is estimated from default activity; no workload was simulated.
